[/design/flow/config.mk]
export PLATFORM = sky130hd
export DESIGN_NAME = FIFO16_8bit
export DESIGN_NICKNAME = FIFO16_8bit
export VERILOG_FILES = /design/flow/design.v
export SDC_FILE = /design/flow/constraint.sdc
export NUM_CORES = 4
export LEC_CHECK = 1
export CORE_UTILIZATION = 30
[/design/flow/run.sh]
#!/bin/bash
# OpenROAD 26Q1-2900-gdf79404cd8, Yosys 0.63+post, stock flow scripts
make -C /OpenROAD-flow-scripts/flow DESIGN_CONFIG=/design/flow/config.mk WORK_HOME=/design/flow/orfs finish
[/design/flow/constraint.sdc]
current_design FIFO16_8bit

set clk_period 7.1
set clk_io_pct 0.2

create_clock -name clk0 -period $clk_period [get_ports {clk}]

set non_clock_inputs [all_inputs -no_clocks]
set_input_delay [expr $clk_period * $clk_io_pct] -clock clk0 $non_clock_inputs
set_output_delay [expr $clk_period * $clk_io_pct] -clock clk0 [all_outputs]
[/design/flow/design.v]
module FIFO16_8bit(
    input clk,  
    input rst,  
    input en,  
    input RD,  
    input WR,  
    input [7:0] dataIN,  
    output reg [7:0] dataOUT,  
    output FULL_n,  
    output EMPTY_n  
    );
    reg [7:0] data[0:15];  
    reg [3:0] count;  
    integer i;  
    assign FULL_n = ~(count == 4'd15);  
    assign EMPTY_n = ~(count == 4'd0);  
    always@(posedge clk)
        begin
            if(rst)
            begin
                count<=4'd0;  
                for(i=0; i<=15; i=i+1)
                data[i]<=8'bz;  
            end
            else
            begin
                case({RD,WR})
                2'b00: begin
                        dataOUT<=dataOUT;  
                        for(i=0;i<=14;i=i+1)
                        data[i]<=data[i];  
                        count<=count;  
                       end
                2'b01: begin
                        dataOUT<=dataOUT;  
                        data[count]<=FULL_n&&en?dataIN:data[count];  
                        count<=FULL_n&&en?count+1:count;  
                       end
                2'b10: begin
                        dataOUT<=EMPTY_n&&en?data[0]:8'bz;  
                        for(i=0;i<=14;i=i+1)
                        data[i]<=EMPTY_n&&en?data[i+1]:data[i];  
                        data[15]<=8'bz;  
                        count<=EMPTY_n&&en?count - 1:count;  
                       end       
                2'b11: begin 
                        dataOUT<=EMPTY_n&&en?data[0]:8'bz;  
                        for(i=0;i<=14;i=i+1)
                        data[i]<=EMPTY_n&&en?data[i+1]:data[i];  
                        data[15]<=8'bz;  
                        data[count-1]<=FULL_n&&en?dataIN:data[count];  
                        count<=count;  
                       end
                default: begin
                          dataOUT<=dataOUT;
                          count<=count;
                          for(i=0;i<=14;i=i+1)
                          data[i]<=data[i];  
                         end
                endcase 
            end
        end
endmodule
==> impl_metrics.env <==
# source this file to load flow results
export IMPL_antenna_found_initial=0
export IMPL_status="finished, final reports clean"
export IMPL_gp_congestion=0.847
export IMPL_yosysCellCount=547
export IMPL_netlist_instances=547
export IMPL_die_area_sq_um=26300
export IMPL_crit_fanout=13
export IMPL_grt_total_usage=0.147
export IMPL_period_used=0.585
export IMPL_avgRoutedWirePerCell_microns=19.6
export IMPL_drc=0
export IMPL_crit_chain="clkdlybuf4s50_1 > ha_1 > nand3b_1 > xnor2_2 > nor3b_1 > and2_1 > nand2b_1"
export IMPL_r2r_start="count[0]$_SDFFE_PP0N_"
export IMPL_firstDrtPassIters=4
export IMPL_max_slew_margin_rel=0.356
export IMPL_finalSetupViolCount=0
export IMPL_cts_root_buf="clkbuf_16"
export IMPL_row_count=58
export IMPL_num_vias=4731
export IMPL_powerDensity_nw_per_um2=254
export IMPL_r2r_cells=6
export IMPL_ys_area_sq_um=7690
export IMPL_cts_htree_levels=4
export IMPL_tns_ns=0
export IMPL_clk_path_buf_depth=2
export IMPL_finalMaxSlewViolations=0
export IMPL_rsz0062_at_grt="false"
export IMPL_fp_util=0.305
export IMPL_grt_pass1_vias=4768
export IMPL_drtIter0Drc=330
export IMPL_critPathBufInv=1
export IMPL_path_clk_slew_ns=0.06
export IMPL_core_sq_um=25200
export IMPL_post_cts_resized=0
export IMPL_finClkSkew_ns=0.00911
export IMPL_port_buffers=22
export IMPL_cts_tree="done"
export IMPL_r2r_end="data[9][4]$_DFFE_PP_"
export IMPL_flop_cell="edfxtp_1"
export IMPL_power_uw=2240
export IMPL_hold_depth=0
export IMPL_drt_total_wl_microns=18000
export IMPL_startpoint_type="input port"
export IMPL_worst_slew_pin_slew_ns=0.961
export IMPL_cts_hold_buf=0
export IMPL_antenna_cells=0
export IMPL_die_w_microns=162
export IMPL_hold_class="reg -> reg"
export IMPL_grt_overflow_total=0
export IMPL_utilization=0.351
export IMPL_tool_warnings=32
export IMPL_clkLatencyLatePin_ns=0.42
export IMPL_min_period_ns=4.16
export IMPL_ys_seq_share=0.552
export IMPL_ir_drop_mv=0.165
export IMPL_grt_pass1_wl_microns=27800
export IMPL_cp_end_kind="flip-flop"
export IMPL_ys_warnings_count=6
export IMPL_cts_sinks=144
export IMPL_worstSetupPathType="in -> reg"
export IMPL_vias_per_cell=5.16
export IMPL_worst_path_max_delay_cell="xnor2_2"
export IMPL_critPathTopFamily="simple AND/OR/NAND/NOR gates"
export IMPL_cp_data_required_time_ns=7.19
export IMPL_clock_fmax_mhz=241
export IMPL_ant_nets=0
export IMPL_r2r_setup_slack_ns=4.03
export IMPL_critPathMaxStageDelay_ns=0.61
export IMPL_syn2layout_area_growth_pct=14.8
export IMPL_yosysUniqueCellTypes=55
export IMPL_fill_cells=2329
export IMPL_cp_arrival_ns=4.24
export IMPL_worst_slack_ns=2.94
export IMPL_whs_ns=0.448
export IMPL_drive_gt1_frac=0.308
export IMPL_hold_viol_final=0
export IMPL_dp_hpwl_microns=12500
export IMPL_netlist_area_sq_um=7690
export IMPL_place_ws_ns=2.52
export IMPL_cts_setup_buffers=0
export IMPL_edf_count=136
export IMPL_worstHoldEndpoint="dataOUT[1]$_DFFE_PP_"
export IMPL_grt_max_degree=34
export IMPL_synthArstFlopShare=0
export IMPL_avgSynthCellArea_sq_um=14.1
export IMPL_leakagePower_uw=0.00294
export IMPL_hp_start="data[0][1]$_DFFE_PP_"
export IMPL_numSynthFlops=144
export IMPL_fp_dieH_microns=162
export IMPL_io_pins=23
export IMPL_numCtsBuffers=17
export IMPL_cap_violations=0
## kinds of logic (layout without fill, tap and decap cells)
group	Yosys count	count (layout)	synth area share
muxes	173	173	0.244
DFF	144	144	0.552
and+or+nand+nor	94	94	0.0818
AOI/OAI and AO/OA	77	77	0.0711
buffers and inverters	46	86	0.0314
adders and majority gates	8	8	0.0130
xor gates and xnor gates	5	5	0.00667
## worst max path at each step
stage	to	start	depth (start not counted)
4_1_cts	data[7][4]$_DFFE_PP_	RD	7
5_1_grt	data[7][2]$_DFFE_PP_	RD	7
6_report	data[7][4]$_DFFE_PP_	RD	7
## stage by stage
step           instance area, sq um  instances
4_1_cts                        8830        917
2_1_floorplan                  7690        547
5_1_grt                        8830        917
3_5_place_dp                   8270        885
3_3_place_gp                   8270        885
6_report                       8830        917
## flip-flops by register name, summed over array words and instances, names as in the netlist, named ones only
signal   count
dataOUT      8
count        4
data       128
## synthesized netlist by cell type, types with 8 or more instances
master	instances	area (sq um)
a22oi_1	28	210
dfxtp_1	8	160
nand2_1	20	75.1
edfxtp_1	136	4080
nand2b_1	8	50.1
ha_1	8	100
mux2i_1	66	661
mux2_2	103	1160
buf_2	24	120
a21oi_1	18	90.1
nor2_1	14	52.6
inv_1	14	52.6
o22a_1	8	70.1
## worst reg2reg max path, delay by kind of cell (launching register included)
family | cells | cell delay (ns)
and+or+nand+nor | 3 | 1.18
adders and majority gates | 1 | 0.39
DFF | 1 | 0.52
AOI/OAI and AO/OA | 1 | 0.50
buffers and inverters | 1 | 0.16
## metal layers
layer | up-vias | GRT usage | wire, microns
li1 | 2169 | - | -
met1 | 2334 | 0.209 | 7770
met2 | 211 | 0.209 | 7870
met3 | 15 | 0.0797 | 2090
met4 | 2 | 0.0142 | 196
met5 | - | 0.0189 | 62
## layout by cell type (no fill, tap or decap), types with 4 or more instances in the layout
master	netlist	layout
o22a_1	8	8
a22oi_1	28	28
dfxtp_1	8	7
buf_4	2	18
inv_1	14	14
a21oi_1	18	18
nand2_2	4	4
ha_1	8	8
o21ai_0	5	5
nor2b_1	6	6
edfxtp_1	136	136
nor2_1	14	14
mux2_2	103	103
nor3_2	7	7
a2bb2oi_1	7	7
clkdlybuf4s50_1	0	22
nand2b_1	8	8
inv_6	0	4
clkinvlp_4	0	5
nand2_1	20	20
mux2i_1	66	66
clkbuf_16	0	17
nand3_1	6	6
## power by group
group,internal (uW),total (uW),switching (uW)
Sequential,998,1040,42.7
Combinational,151,368,217
Clock,457,833,376
Total,1610,2240,635
## layout make-up
cell class | instances | area, sq um | share of cell area
multi-input combinational | 357 | 3200 | 0.363
tap | 330 | 413 | 0.0468
sequential | 144 | 4250 | 0.481
inverter | 14 | 52.6 | 0.00595
clock buffer | 17 | 425 | 0.0482
clock inverter | 15 | 129 | 0.0146
timing repair buffer | 40 | 355 | 0.0403
Power and IR drop assume default switching activity.
