File: run.sh
#!/bin/bash
# OpenROAD 26Q1-2900-gdf79404cd8, Yosys 0.63+post, stock flow scripts
make -C /OpenROAD-flow-scripts/flow DESIGN_CONFIG=/design/flow/config.mk WORK_HOME=/design/flow/orfs finish
File: config.mk
export PLATFORM = sky130hd
export DESIGN_NAME = fifo
export DESIGN_NICKNAME = fifo
export VERILOG_FILES = /design/flow/design.v
export SDC_FILE = /design/flow/constraint.sdc
export NUM_CORES = 4
export LEC_CHECK = 1
export CORE_UTILIZATION = 30
File: constraint.sdc
current_design fifo

set clk_period 6.8
set clk_io_pct 0.2

create_clock -name clk0 -period $clk_period [get_ports {clk}]

set non_clock_inputs [all_inputs -no_clocks]
set_input_delay [expr $clk_period * $clk_io_pct] -clock clk0 $non_clock_inputs
set_output_delay [expr $clk_period * $clk_io_pct] -clock clk0 [all_outputs]
File: design.v
module fifo(
	input clk,
	input reset,
	input [7:0] data_in,
	input write,
	input read,
	output reg [7:0] data_out,
	output full,
	output empty
);
	reg [3:0] wptr, rptr;
	reg [7:0] mem [0:15];
	always @ (posedge clk or negedge reset) begin
		if(!reset) begin
			wptr <= 4'b0;
			rptr <= 4'b0;
		end else begin
			if(write && (~full)) begin
				mem[wptr] <= data_in;
				wptr <= wptr + 1'b1;
			end 
			if(read && (~empty)) begin
				data_out <= mem[rptr];
				rptr <= rptr + 1'b1;
			end
		end
	end
	assign full = ((wptr + 1'b1) == rptr);
	assign empty = (wptr == rptr);
endmodule
==> flow_summary.yaml <==
# flow metrics
setup_path:
  crit_path_start_kind: "register"
  slowest_delay_ns: 0.56
  crit_arrival_ns: 2.76
  rrSetupSlack_ns: 4.24
  path_buffers: 2
  crit_fanout: 7
  end_kind: "output pin"
  critical_path_class: "reg2out"
  cp.required_ns: 5.44
  path_delay_family: "buffers and inverters"
  slowest_stage: "clkdlybuf4s50_1"
  crit_path_cell_trace: "inv_1 > ha_1 > xnor2_1 > nand3_1 > nor2_1 > clkdlybuf4s50_1"
yosys:
  top_cells_by_area: "edfxtp_1, dfrtp_1, a22oi_1, ha_1, nand3_1"
  top_cell_area_share_pct: 68.90
  synth_flops: 144
  ys_seq_share_pct: 72.28
  synth_area_per_cell_um2: 15.24
  ys_cells: 389
  netlist_instances: 389
  yosys_area_mm2: 0.005927
  yosysUniqueCellTypes: 49
  syn_area_mm2: 0.005927
  edf_count: 136
  async_reset_ff_share_pct: 5.556
  synthFlopType: "edfxtp_1"
  yosys_warnings: 2
  yosysTopAreaCell: "edfxtp_1"
final_timing:
  clock-skew-final_ns: 0.005110
  finalCriticalPeriod_ns: 4.122
  worstMarginPinSlew_ns: 0.7197
  finalMaxSlewViolations: 0
  slew_headroom_pct: 51.92
  hold_viol_final: 0
  rsz0062_at_grt: "false"
  tns_ns: 0
  fin_crit_sh_pct: 60.61
  setup_viol: 0
  max_freq_mhz: 242.6
global_route:
  track_usage_pct: 14.90
  antenna_found_initial: 0
  grt-ovfl-total: 0
  grt_pass1_vias: 3741
  grt_pass1_wl_mm: 20.96
  grt_max_degree: 47
place:
  portBuffers: 21
  dpl-instance-area_mm2: 0.006559
  place_inst: 674
  dp_hpwl_mm: 7.925
  gp_congestion: 0.8878
cts:
  cts_max_level: 4
  cts_setup_buffers: 0
  clk_pin_slew_ns: 0.06
  cts_buffers: 17
  root_buffer: "clkbuf_16"
  hold_buffers: 0
  clock_sinks: 144
  clk_latency_ns: 0.41
  cts_buffer_depth: 2
  cts_tree: "built"
  cts_resized: 0
drt:
  wl_per_cell_um: 18.95
  postRouteAntennaNets: 0
  drt_wl_total_mm: 13.36
  drcViolationCount: 0
  drt_first_pass_iters: 5
  num_vias: 3555
  n_antenna_cell: 0
  drtIter0Drc: 323
  via_per_inst: 5.043
layout:
  areaGrowthSynthToFinish_pct: 20.79
  comb_area_mm2: 0.001515
  fin_cells: 705
  drive_gt1_share_pct: 14.32
  layout_top_cells: "edfxtp_1, buf_4, a22oi_1, clkdlybuf4s50_1, nand2_1"
  final-seq-area_mm2: 0.004284
  lay_top_count: "edfxtp_1"
  utilization_pct: 36.91
  fillers: 1807
  final_cell_area_mm2: 0.007159
floorplan:
  ios: 22
  chipArea_mm2: 0.02032
  die_x_um: 142.6
  rows: 51
  fp.coreArea_mm2: 0.01940
  die.size.y_um: 142.6
  floorplan.core_util_pct: 30.55
pwr:
  p_total_mw: 3.118
  ir_worst_vdd_uv: 249.9
  powerDensity_mw_per_mm2: 435.5
  p_leak_nw: 2.317
hold_path:
  hold_class: "reg2reg"
run_status:
  status: "complete, no violations"
job:
  warnings: 31
  cap_violations: 0
## worst paths after layout
path | from | endpoint | cells after the start
max | wptr[0] | full | 6
min | mem[0][7] | data_out[7] | 2
max reg2reg | wptr[0] | mem[9][0] | 7
min reg2reg | mem[0][7] | data_out[7] | 2
max in group asynchronous | reset | rptr[2] | 1
min in group asynchronous | reset | wptr[2] | 1
## per-stage QoR
step | setup WS [ns] | hold slack, ns
6_report | 2.678 | 0.5918
5_1_grt | 2.374 | 0.6182
4_1_cts | 2.684 | 0.5941
3_5_place_dp | 3.145 | 0.5708
3_3_place_gp | 3.270 | 0.5594
2_1_floorplan | 3.956 | 0.5077
## layout make-up
type                    count  area share, %
flip-flops and latches    144          59.84
clock inverters            12          2.342
multi-input cells         210          21.16
inverters                  10         0.5243
repair buffers             45          5.453
clock buffers              19          6.047
well taps                 265          4.631
## synthesized netlist by cell type, types with 7 or more instances
library cell	n
inv_1	9
nor2_1	14
nor3_1	15
edfxtp_1	136
o21ai_0	12
nand2_1	20
nand3_1	17
dfrtp_1	8
a21oi_1	13
mux2i_1	7
ha_1	8
a22oi_1	22
clkbuf_1	9
buf_2	11
## flip-flops by register name, summed over array words and instances, names as in the netlist
name and cells:
wptr 4, mem 128, data_out 8, rptr 4
## worst min-delay path: stages (launching register included)
cell and delay, ns:
edfxtp_1 0.32, nand2_1 0.05, nand3_1 0.11
## where the power goes
group / switching, mW / leakage [nW] / internal (mW) / total [mW]
clock: 0.334 / 0.282 / 0.607 / 0.941
sequential: 0.0695 / 1.32 / 1.08 / 1.15
combinational: 0.636 / 0.714 / 0.394 / 1.03
total: 1.04 / 2.32 / 2.08 / 3.12
## routing by layer
| metal | share of wire [%] | vias to the layer above | GRT usage, % |
|---|---|---|---|
| met5 | 0.22 | - | 2.005 |
| met4 | 1.5 | 2 | 2.660 |
| met3 | 13 | 13 | 9.184 |
| met2 | 45 | 161 | 21.39 |
| met1 | 41 | 1754 | 19.98 |
| li1 | - | 1625 | - |
## cell families (layout without fill, tap and decap cells)
logic type | Yosys count | after routing | synth area share (%)
buffers and inverters | 35 | 86 | 2.575
XOR/XNOR | 12 | 12 | 2.322
flip-flops | 144 | 144 | 72.28
adder cells (fa/ha/maj) | 8 | 8 | 1.689
AND/OR/NAND/NOR | 87 | 87 | 7.326
AND-OR/OR-AND | 90 | 90 | 11.29
multiplexers | 13 | 13 | 2.512
Power figures rest on the tool's default switching activity, not on a simulated workload.
